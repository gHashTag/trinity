## design/flow/config.mk

```make
export PLATFORM = sky130hd
export DESIGN_NAME = trinity_gene_sequencer
export DESIGN_NICKNAME = trinity_gene_sequencer
export VERILOG_FILES = /design/flow/design.v
export SDC_FILE = /design/flow/constraint.sdc
export NUM_CORES = 4
export LEC_CHECK = 1
export CORE_UTILIZATION = 30
```

## design/flow/constraint.sdc

```tcl
current_design trinity_gene_sequencer

set clk_period 1.3
set clk_io_pct 0.2

create_clock -name clk0 -period $clk_period [get_ports {clk}]

set non_clock_inputs [all_inputs -no_clocks]
set_input_delay [expr $clk_period * $clk_io_pct] -clock clk0 $non_clock_inputs
set_output_delay [expr $clk_period * $clk_io_pct] -clock clk0 [all_outputs]
```

## design/flow/design.v

```verilog
`timescale 1ns / 1ps
module trinity_gene_sequencer (
    input  wire        clk,
    input  wire        rst_n,
    input  wire        enable,
    output reg  [1:0]  mutation_trit  
);
    localparam [63:0] SACRED_SEED_PI = 64'h243F6A8885A308D3;
    localparam [7:0] MUTATION_THRESHOLD = 8'd10;
    reg [63:0] lfsr_reg;
    wire feedback;
    assign feedback = !(lfsr_reg[63] ^ lfsr_reg[62] ^ lfsr_reg[60] ^ lfsr_reg[59]);
    always @(posedge clk or negedge rst_n) begin
        if (!rst_n) begin
            lfsr_reg <= SACRED_SEED_PI;
            mutation_trit <= 2'b00;  
        end else if (enable) begin
            lfsr_reg <= {lfsr_reg[62:0], feedback};
            if (lfsr_reg[63:56] < MUTATION_THRESHOLD) begin
                if (lfsr_reg[0])
                    mutation_trit <= 2'b01;  
                else
                    mutation_trit <= 2'b10;  
            end else begin
                mutation_trit <= 2'b00;  
            end
        end
    end
endmodule
```

## design/flow/run.sh

```bash
#!/bin/bash
# OpenROAD 26Q1-2900-gdf79404cd8, Yosys 0.63+post, stock flow scripts
make -C /OpenROAD-flow-scripts/flow DESIGN_CONFIG=/design/flow/config.mk WORK_HOME=/design/flow/orfs finish
```

==> impl_metrics.ini <==
; implementation run metrics
[global_route]
grt_pass1_vias = 1228
grt_use_total_pct = 8.67
antenna_found_initial = 0
overflow = 0
grt_max_degree = 30
grt_pass1_wl_um = 5960

[critical_path]
endpoint_kind = output pin
cp_num_buf_inv = 1
start_kind = flip-flop
cp_top_family = flip-flops
cpPeakStageDelay_ns = 0.38
critical_path.slowest_cell = dfrtp_1
worstPathArrival_ns = 0.94
setup.worst_path.start = mutation_trit[1]
reg2reg_from = lfsr_reg[62]
reg2regPathDepth = 4
r2r_end = mutation_trit[1]
cp_cell_sequence = dlygate4sd2_1
crit_required_ns = 1.04
crit_cells = 1
crit_type = flip-flop to output pin
critPathCapture = mutation_trit[1]
r2r_slack_ns = 0.14
worstPathMaxFanout = 2

[clock_tree]
h-tree-depth = 3
clk_path_buf_depth = 2
cts_buffers = 9
clk_latency_ns = 0.33
cts_tree = built
cts_root_buf = clkbuf_8
cts.clk_slew.worst_paths_ns = 0.07
cts.sinks = 66

[synthesis]
netlist_instances = 154
yosysWarnings = 1
ys_cells = 154
synth_seq_share_pct = 64.4
ys_types = 18
synthesis.area_um2 = 2620
synth_flops = 66
ys_area_um2 = 2620
syn_avg_cell_area_um2 = 17.0

[floorplan]
ios = 5
core_area_um2 = 8340
core.rowCount = 33
dieArea_um2 = 9100
dieHeight_um = 95.4
die_w_um = 95.4
fp_util_pct = 31.4

[route]
drtPass1Iterations = 3
drc = 0
wl_um = 3280
antenna_left = 0
avgViaCountPerCell = 4.27
avgRoutedWirePerCell_um = 11.8
vias = 1191
drt_iter0_drc = 18
insertedDiodeCount = 0

[final_layout]
syn2layout_area_growth_pct = 13.2
final_cell_mix = mux2_2 (61), dfrtp_1 (39), dfstp_2 (27), clkbuf_8 (10), buf_12 (4)
drive_gt1_share_pct = 64.9
mostFrequentLayoutCell = mux2_2
largest_reg_flops = 64
nFillCells = 813

[placement]
io_buffers = 4
hpwlAfterDp_um = 1960
gp_congestion = 0.696

[pwr]
p_leak_nw = 1.25
p_int_mw = 3.22
clkPwrFrac_pct = 35.4
power_density_nw_per_um2 = 1410
ir_drop_uv = 801
comb_power_share_pct = 7.7
switching_share_pct = 22.7
pwr-share-seq_pct = 56.9
p_sw_mw = 0.949

[flow_run]
max_cap_viol_count = 0
warnings = 26

[final_timing]
hold_violations = 0
finalClockSkew_ns = 0.00916
rsz0062_at_grt = false
finalSetupViolations = 0
fin_crit_ns = 1.20
tns_ns = 0
maxSlewViolCount = 0
fin_crit_sh_pct = 92.1
fin_hold_ws_ns = 0.0352
worst_pin_slew_ns = 0.279
relSlewSlack_pct = 81.3
fmax_mhz = 835

[outcome]
status = finished, final reports clean

[worst_hold_path]
worst_hold_path_type = input pin to async pin
## synthesized netlist by cell type, drive strengths merged
master	count	share of area [%]
mux2	61	26
dfrtp	39	37
dfstp	27	27
buf	4	1.7
clkbuf	4	2.1
inv	3	0.43
nand2	3	0.43
ha	2	0.96
o21ai	2	0.38
a21oi	1	0.19
nand2b	1	0.24
nand3	1	0.19
nor2	1	0.14
o211a	1	0.38
o21a	1	0.29
o32ai	1	0.33
o41ai	1	0.62
xor3	1	0.91
## metrics by stage
stage	setup slack [ns]	power [mW]	area, µm²	cells	utilization [%]
floorplan	0.226	2.63	2620	154	-
global placement	0.145	2.72	2770	261	33.2
detailed placement	0.108	2.74	2770	261	33.2
CTS	0.0831	4.24	2960	279	35.5
global route	0.0543	4.39	2960	279	35.5
finish	0.103	4.17	2960	279	35.5
## cells by family after synthesis
logic type      count (synthesis)  synth area share [%]
flops                          66                  64.4
mux                            61                  26.3
buf+inv                        11                  4.26
compound gates                  7                  2.20
simple gates                    6                  1.00
fa+ha+maj                       2                 0.956
xor+xnor                        1                 0.909
## power by group through the flow
stage | combinational, mW | clock (mW) | sequential, mW
global route | 0.355 | 1.63 | 2.40
finish | 0.322 | 1.48 | 2.38
CTS | 0.331 | 1.54 | 2.37
## layer usage
layer | track usage, % | wire [µm] | vias up | share of wire [%]
met4 | 1.37 | 65 | 0 | 2.0
met5 | 0 | 0 | - | 0
met3 | 3.24 | 149 | 5 | 4.5
met1 | 13.8 | 1670 | 608 | 51
li1 | - | - | 567 | -
met2 | 11.9 | 1400 | 11 | 43
## what timing repair did
item | CTS | global route
resized | 2 | 0
hold buffers | 1 | 0
hold endpoints to repair | 6 | 0
setup buffers | 1 | 0
endpoints found under the setup margin | 2 | 0
## worst min-delay path by stage
stage                 start          end  slack (ns)  cells past startpoint
after global routing  rst_n  lfsr_reg[1]        0.05                      1
after CTS             rst_n  lfsr_reg[0]        0.03                      1
final                 rst_n  lfsr_reg[0]        0.04                      1
## final cells by class
cell class	count	area (µm²)	area share [%]
sequential	66	1690	56.9
tap	105	131	4.44
multi-input combinational	77	820	27.7
clock inverter	5	31.3	1.06
inverter	3	11.3	0.380
timing repair buffer	12	140	4.73
clock buffer	11	141	4.78
Power is estimated from default activity; no workload was simulated.
